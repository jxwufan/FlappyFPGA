$ cat flow/run.sh
#!/bin/bash
# OpenROAD 26Q1-2900-gdf79404cd8, Yosys 0.63+post, stock flow scripts
make -C /OpenROAD-flow-scripts/flow DESIGN_CONFIG=/design/flow/config.mk WORK_HOME=/design/flow/orfs finish
$ cat flow/config.mk
export PLATFORM = sky130hd
export DESIGN_NAME = prom_DMH
export DESIGN_NICKNAME = prom_DMH
export VERILOG_FILES = /design/flow/design.v
export SDC_FILE = /design/flow/constraint.sdc
export NUM_CORES = 4
export LEC_CHECK = 1
export CORE_AREA = 10 10 70 70
export DIE_AREA = 0 0 80 80
$ cat flow/constraint.sdc
current_design prom_DMH

set clk_period 1.4
set clk_io_pct 0.2

create_clock -name clk0 -period $clk_period

set non_clock_inputs [all_inputs -no_clocks]
set_input_delay [expr $clk_period * $clk_io_pct] -clock clk0 $non_clock_inputs
set_output_delay [expr $clk_period * $clk_io_pct] -clock clk0 [all_outputs]
$ cat flow/design.v
`timescale 1ns / 1ps
module prom_DMH(
input wire [3:0] addr,
output wire [0:31] M
    );
	 reg[0:31] rom[0:15];
	 parameter data = {
				32'b000000001111111111111111000000,
				32'b000000000000000000000000000000,
				32'b000000000000000000000001110000,
				32'b100000000000000000000000000000,
				32'b100000000000000000000000000000,
				32'b100000000000000000000000000000,
				32'b000000001110000000011100000000,
				32'b000000000000000000000000000000,
				32'b000000000000000000000000000000,
				32'b000000000000000000000000000000,
				32'b000000000000111000000000000000,
				32'b000000000000000000000000000001,
				32'b000000000000000000000000000001,
				32'b000000111000000000000000000001,
				32'b000000000000000000000000000000,
				32'b000000000000000000001100000000 };
		integer i;
		initial 
		begin
			for(i = 0; i < 16; i = i + 1)
				rom[i] = data[(511-32*i)-:32];
		end
		assign M = rom[addr];
endmodule
==> flow report <==
STATUS
--------------------------------------------------------------------------------
Outcome ........................................................... finished clean

SETUP PATH
--------------------------------------------------------------------------------
Largest fanout on the critical path ...............................            5
Nature of the critical path startpoint ............................   input port
Required time of the worst setup path .............................      1.12 ns
Critical path start-end classification ............................ input port to output port
Critical path endpoint ............................................        M[10]
Most frequent cell on the critical path ...........................        buf_6
Crit path arrival time ............................................      1.08 ns
Number of cells on the critical path ..............................            5
Slowest Stage Delay on Critical Path ..............................      0.23 ns
Critical path's slowest cell ......................................      o32ai_2
Ordered list of cells on the worst path ........................... buf_6 > buf_6 > buf_4 > o32ai_2 > clkdlybuf4s15_1
Endpoint kind of the worst setup timing path ......................  output port
First element of the critical path ................................      addr[3]
Buffer-and-inverter tally for the worst setup path ................            4
Largest delay contributor family on the critical path ............. buffers and inverters

DETAILED ROUTING
--------------------------------------------------------------------------------
DRT met1 WL .......................................................       434 um
Via count normalized by instance count ............................        2.852
Wire length on met2 ...............................................       593 um
Post-detailed-route wirelength per cell ...........................     10.06 um
Highest metal layer used by the detailed router ...................         met3
Total number of vias ..............................................          328
Pre-antenna DRT Iters .............................................            2
WL final ..........................................................      1157 um
Violation tally from detailed-route iteration zero ................            8
Antenna-violating nets left .......................................            0
DRC ...............................................................            0
Diode count .......................................................            0
Met3 wire length ..................................................       129 um

POWER AND IR DROP
--------------------------------------------------------------------------------
Max rail drop VDD .................................................     44.58 uV
Seq pwr share .....................................................           0%
Switching power of the nets ....................................... 0.00005920 W
Leakage power .....................................................    0.3445 nW
Switching share of power ..........................................       40.67%
Pint .............................................................. 0.00008635 W
Combinational power share .........................................       100.0%
Power density of the placed cells ................................. 227.7 nW/um^2
Clock power share .................................................           0%

FLOORPLANNING
--------------------------------------------------------------------------------
Number of top-level pins ..........................................           36
Die footprint .....................................................    6400 um^2
Floorplan row count ...............................................           21
Core ar. ..........................................................    3416 um^2
Floorplan die width ...............................................        80 um
Die span in y .....................................................        80 um
Effective utilization at floorplan ................................       8.681%

GLOBAL ROUTE
--------------------------------------------------------------------------------
Number of global-route vias before repair .........................          332
GR Overflow Total .................................................            0
Global-route wire length before repair ............................      1662 um
Largest net degree at the start of global routing .................            7
Number of antenna violations at the first check in global routing .            0
Total track usage .................................................       3.076%

STA
--------------------------------------------------------------------------------
Fmax ..............................................................    737.7 MHz
Final number of setup-violating endpoints .........................            0
Final critical-path share of the clock period .....................       96.82%
Final worst-path setup slack ......................................   0.04445 ns
Tmin final ........................................................     1.356 ns
Final tally of max-slew violations ................................            0
Tightest hold margin ..............................................    0.8846 ns
Final hold violations .............................................            0
Unrepaired setup endpoints after global routing ...................        false

SYNTHESIS
--------------------------------------------------------------------------------
Count of yosys warnings during synthesis ..........................            1
Cell type with the highest aggregate area in the netlist ..........        buf_4
Most common library cells after synthesis ......................... 22 x buf_4, 2 x buf_2, 2 x nor3_1, 2 x o32ai_1, 2 x xor2_1
Post-synth seq share ..............................................           0%
Top cell type by instance count after synthesis ...................        buf_4
Top cells by area in the synthesized netlist ...................... buf_4 56%, o32ai_1 5.9%, xor2_1 5.9%, buf_6 3.8%, buf_2 3.4%
Gate Count Post-Synth .............................................           42
Post-synthesis chip area from yosys ...............................   296.5 um^2
Avg Cell Area, Syn ................................................   7.060 um^2
Cell count listed in synth_stat.txt ...............................           42
Netlist Area Pre-Place ............................................   296.5 um^2
Synth unique cells ................................................           17
Max-area cell share ...............................................       55.70%

LAYOUT
--------------------------------------------------------------------------------
Number of inserted filler cells in the final layout ...............          378
Layout sequential cell count ......................................            0
Total area of sequential cells ....................................       0 um^2
Layout-stage area growth over the synthesis result ................       115.6%
Clock buffer count ................................................            0
Proportion of layout cells with a drive suffix above 1 ............       63.77%

PLACED DESIGN
--------------------------------------------------------------------------------
Port buffer count .................................................           26
Routability cong. .................................................       0.7432
Setup WS pre-CTS ..................................................   -0.7451 ns
HPWL Detailed .....................................................     870.6 um

HOLD PATH
--------------------------------------------------------------------------------
Type of the tightest min-delay check .............................. input port to output port

CLOCK TREE
--------------------------------------------------------------------------------
Cts hold-fix bufs .................................................            0

FLOW RUN
--------------------------------------------------------------------------------
Max-cap check violation count .....................................            0
Number of warnings the tools reported .............................           33

how the worst min path moves through the flow:
stage / slack (ns) / start / cells after the start / endpoint
after CTS: 0.90 / addr[3] / 4 / M[2]
after global routing: 0.90 / addr[0] / 3 / M[22]
final: 0.88 / addr[0] / 3 / M[22]
tightest hold or removal path, stage by stage:
cell and delay, ns:
buf_6 0.13, o32ai_4 0.10, clkbuf_2 0.09
metrics by stage:
stage / power (W) / cells / setup TNS, ns / utilization (%) / area, um^2
2_1_floorplan: 0.00006621 / 51 / 0 / - / 336.6
3_5_place_dp: 0.0001115 / 105 / -14.69 / 15.24 / 520.5
5_1_grt: 0.0001606 / 115 / 0 / 18.72 / 639.4
6_report: 0.0001456 / 115 / 0 / 18.72 / 639.4
4_1_cts: 0.0001427 / 113 / -0.1444 / 18.17 / 620.6
3_3_place_gp: 0.0001114 / 105 / -14.45 / 15.24 / 520.5
power by group through the flow:
stage	clock network [W]	registers, W	logic (W)
final	0	0	0.000146
after global routing	0	0	0.000161
after CTS	0	0	0.000143
cells in the final DEF, fill, tap and decap left out, drive strengths merged:
master         instances
a21oi                  1
nor3                   3
dlymetal6s2s           1
nand3                  1
xor2                   2
inv                    1
clkdlybuf4s15          1
nor4                   1
o32ai                  2
buf                   33
conb                  10
clkbuf                 1
dlygate4sd2            7
nor2                   1
and2                   1
a21boi                 1
nand3b                 1
nand2b                 1
cells by family (layout without fill, tap and decap cells):
kind of cell / count (synthesis) / in the layout / synth area share (%)
xor gates and xnor gates: 2 / 2 / 5.908
AOI/OAI and AO/OA: 4 / 4 / 10.13
other: 1 / 10 / 1.265
buffers and inverters: 26 / 44 / 64.13
and+or+nand+nor: 9 / 9 / 18.57
routing by layer:
layer	global-route usage [%]	up-vias
met5	0	-
met1	3.709	151
met4	0	0
met3	1.250	0
li1	-	159
met2	5.297	18
timing repair:
item                                    CTS  global route
gates cloned                              1             0
setup buffers                             7             4
pin swaps                                 8             3
resized                                  91             5
endpoints found under the setup margin   22            13
layout make-up:
cell class | count | area [um^2] | share of cell area [%]
well taps | 46 | 57.56 | 9.002
inverters | 1 | 3.754 | 0.5871
repair buffers | 43 | 344.1 | 53.82
multi-input cells | 25 | 234.0 | 36.59
Power and IR drop assume default switching activity.
